==> flow/design.v <==
module scl_generate #(
    parameter T_LOW         = 6,
    parameter T_HIGH        = 4,   
    parameter ADDR_LEN      = 7,
    parameter SETUP_SCL_START = 4,
    parameter DATA_LEN      = 8
)(
    input              clk,
    input              rst_n,
    input [3:0]        state_master,
    input              rst_count,
    input [3:0]        count,
    output reg [6:0]   count_ctrl,
    output reg         scl,
    output             wait_for_sync,
    output             add_sent,
    output             data_received,
    output             data_sent,
    output             count_inc
);
    parameter Idle            = 4'b0000;
    parameter Ready           = 4'b0001;
    parameter Send_Address    = 4'b0010;
    parameter Check_ACK_addr  = 4'b0011;
    parameter Write_Data      = 4'b0100;
    parameter Check_ACK_data  = 4'b0101;
    parameter Read_Data       = 4'b0110;
    parameter Send_ACK        = 4'b0111;
    parameter Stop            = 4'b1000;
always @(posedge clk or negedge rst_n) begin
    if(~rst_n) begin
        count_ctrl <= 0;
    end else begin
        if (rst_count) begin
            count_ctrl <= 0;
        end else begin
            if (state_master == Ready) begin
                if(count_ctrl == (SETUP_SCL_START-1)) begin
                    count_ctrl <= 0;
                end else begin
                    count_ctrl <= count_ctrl + 1;
                end
            end else if(state_master != Ready && state_master != Stop && state_master!=Idle) begin
                if (count_ctrl == (T_LOW+T_HIGH-1)) begin
                    count_ctrl <= 0;
                end else begin
                    count_ctrl <= count_ctrl + 1; 
                end
            end else begin  
                count_ctrl <= count_ctrl + 1;
            end
        end
    end
end
always @(posedge clk or negedge rst_n) begin
    if (~rst_n) begin
        scl <= 1'b1;  
    end else begin
        if (state_master == Ready) begin
            if (count_ctrl == SETUP_SCL_START-1) begin
                scl <= 1'b0;
            end
        end else if(state_master != Ready && state_master != Idle && state_master != Stop) begin
            if(count_ctrl < T_LOW -1 || count_ctrl == (T_HIGH + T_LOW -1) ) begin
                scl <= 1'b0;
            end else begin
                scl <= 1'b1;
            end
        end
        else if(state_master == Idle) begin
            scl <= 1'b1;
        end
        else if(state_master == Stop) begin
            if(count_ctrl < T_LOW -1) begin
                scl <= 1'b0;
            end else if (count_ctrl == T_HIGH+T_LOW -1 ) begin
                scl <= 1'b1;
            end
            else  begin
                scl <= 1'b1;
            end
        end
    end
end
    assign wait_for_sync = (count_ctrl == (SETUP_SCL_START-1)) && (state_master == Ready);
    assign add_sent      = (count      == ADDR_LEN) && (count_ctrl == T_HIGH + T_LOW -1 ) && (state_master == Send_Address);
    assign data_received = (count      == DATA_LEN-1) && (count_ctrl == T_HIGH + T_LOW - 1) && (state_master == Read_Data);
    assign data_sent     = (count      == DATA_LEN-1) && (count_ctrl == T_HIGH + T_LOW - 1) && (state_master == Write_Data);
    assign count_inc     = (count_ctrl == T_HIGH + T_LOW - 1) && (state_master == Send_Address || state_master == Write_Data|| state_master == Read_Data);
endmodule
==> flow/run.sh <==
#!/bin/bash
# OpenROAD 26Q1-2900-gdf79404cd8, Yosys 0.63+post, stock flow scripts
make -C /OpenROAD-flow-scripts/flow DESIGN_CONFIG=/design/flow/config.mk WORK_HOME=/design/flow/orfs finish
==> flow/config.mk <==
export PLATFORM = sky130hd
export DESIGN_NAME = scl_generate
export DESIGN_NICKNAME = scl_generate
export VERILOG_FILES = /design/flow/design.v
export SDC_FILE = /design/flow/constraint.sdc
export NUM_CORES = 4
export LEC_CHECK = 1
export CORE_AREA = 10 10 70 70
export DIE_AREA = 0 0 80 80
==> flow/constraint.sdc <==
current_design scl_generate

set clk_period 1.9
set clk_io_pct 0.2

create_clock -name clk0 -period $clk_period [get_ports {clk}]

set non_clock_inputs [all_inputs -no_clocks]
set_input_delay [expr $clk_period * $clk_io_pct] -clock clk0 $non_clock_inputs
set_output_delay [expr $clk_period * $clk_io_pct] -clock clk0 [all_outputs]
==> ci_impl_report.md <==
### Yosys + OpenROAD results

| Metric | Value |
|---|---|
| Run status | `finished, violations left` |
| Failing checks | `negative setup slack` |
| First-pass iteration count of the detailed router | `4` |
| Via count | `592` |
| Synth top area cells | `dfrtp_1, nor3_1, dfstp_2` |
| Commonest cells in the netlist | `dfrtp_1, nor3_1, nor2_1, and3_1` |
| Slack of the critical path | `-0.181 ns` |
| Antenna diodes | `0` |
| H-tree depth | `1` |
| Worst vdd ir | `approximately 0.00014 V` |
| Largest net degree at the start of global routing | `9` |
| Fin. Hold Viols | `0` |
| Cells on worst reg2reg path | `8` |
| Crit Path Class | `flip-flop to primary output` |
| CP dominant cell by count | `buf_6` |
| WP data required | `1.52 ns` |
| CP arrival | `1.70 ns` |
| FILL cells | `roughly 360` |
| Clk slew on worst S/H paths | `roughly 0.060 ns` |
| EDFF count, synth | `0` |
| Relative slew slack | `0.678` |
| PwrDens | `about 420 nW/um2` |
| Total Routing Usage GR | `0.0543` |
| HPWL after DPL | `roughly 1400 um` |
| R2r setup slk | `about 0.10 ns` |
| Tool warnings | `28` |
| Setup Viol. Count Final | `5` |
| Reg-to-reg critical path endpoint | `count_ctrl[3]` |
| Max-slew violation count | `0` |
| Mapped cell area | `between 500 and 600 um2` |
| Post-layout period usage | `1.10` |
| Highest clock rate | `around 480 MHz` |
| Crit path max fanout | `3` |
| Total wire length | `roughly 1700 um` |
| Num CTS Buffers | `3` |
| Cells in synth_stat.txt | `between 50 and 60` |
| Reg-to-Reg Start | `count_ctrl[2]` |
| Yosys chip area | `between 500 and 600 um2` |
| Final Skew | `0.00335 ns` |
| Seq cells post-synth | `8` |
| CP startpoint kind | `flip-flop` |
| Number of DRC markers in iteration 0 | `20` |
| Cell variety after synth | `26` |
| Die Span Y | `roughly 80 um` |
| Antenna Nets Post-Route | `0` |
| FFs w/ async S/R, synth | `1.00` |
| CTS max path bufs | `2` |
| Slowest-stage cell, CP | `dfrtp_1` |
| # rows | `21` |
| Top FF cell, synth | `dfrtp_1` |
| Synth warn | `1` |
| DR DRC count | `0` |
| Crit end category | `primary output` |
| Hold_buf cts | `0` |
| Routed wire per std cell | `between 10 and 15 um` |
| Die Size | `about 6400 um2` |
| CP Launch Point | `count_ctrl[2]` |
| Initial Util | `0.156` |
| CTS tree | `built` |
| Clk latency late pin | `~0.25 ns` |
| Area leader share | `0.329` |
| Final Wtd Congestion | `roughly 0.83` |
| Hold WC Path Type | `input pin to async pin` |
| Initial antenna violation count | `0` |
| Vias in the first global route | `between 600 and 700` |
| Setup Slack @ Placement | `-0.486 ns` |
| Setup TNS | `-0.584 ns` |
| Drt via density | `3.97` |
| Pleak | `roughly 0.46 nW` |
| First-pass GRT wire length | `2920 um` |
| # IOs | `24` |
| Final design utilization | `0.295` |
| IO Port Bufs | `23` |
| Layout cells sized above 1 | `0.359` |
| Register share after synthesis | `0.378` |
| Crit path cell chain | `nor4_4 > nand3_2 > buf_4 > buf_6 > buf_6 > nor3_4 > buf_2` |
| Core area | `3420 um2` |
| Unrepaired setup endpoints after global routing | `true` |
| Sink Count | `8` |
| Die Span X | `approximately 80 um` |
| Avg Inst Size Synth | `roughly 9.4 um2` |
| Worst slew pin tran | `0.478 ns` |
| Synth area leader | `dfrtp_1` |
| Final min period | `about 2.1 ns` |
| Total power draw | `approximately 430 uW` |
| Gr ovfl total | `0` |
| Clock Tree Root | `clkbuf_4` |
| Crit-path max cell delay | `about 0.40 ns` |
| Max-cap violations | `0` |
| Syn Inst Count | `about 57` |
| Layout area overhead | `89.2%` |
-- cell type report --
class                           instances  area [um2]  area share
Clock buffer                            4        26.3      0.0261
Multi-Input combinational cell         45         343       0.340
Inverter                                3        11.3      0.0112
Timing Repair Buffer                   43         369       0.366
Sequential cell                         8         201       0.200
Tap cell                               46        57.6      0.0571
-- flip-flops by register name, indices dropped and copies added, names as in the netlist --
register / flops
scl: 1
count_ctrl: 7
-- worst max-delay path, delay by kind of cell, from the launching register on --
| kind | cells | cell delay [ns] |
|---|---|---|
| buffers and inverters | 4 | 0.47 |
| DFF | 1 | 0.40 |
| and+or+nand+nor | 3 | 0.58 |
-- layout by cell type, fill, tap and decap left out, drive strengths merged --
cell            n
xor2            2
nand4           1
and3b           1
inv             3
nor4            2
nand2           3
o21ai           2
and3            4
nand3           4
nand4b          2
dfstp           1
o21bai          1
dfrtp           7
xnor2           3
a21oi           1
nor2            5
clkbuf          4
nor3            8
clkdlybuf4s50  18
a21boi          1
or2             1
buf            25
ha              2
o211a           1
nor3b           1
-- worst max path at each step --
stage | end | slack, ns | cells past startpoint
final | count_inc | -0.18 | 7
after global routing | add_sent | -0.29 | 6
after CTS | add_sent | -0.26 | 6
-- per-stage QoR --
stage	area [um2]	cells	hold slack, ns
after floorplan	533	57	0.0844
after global placement	930	140	0.545
after detailed placement	930	140	0.557
after CTS	977	147	0.404
after global routing	1010	149	0.424
final	1010	149	0.405
-- timing repair --
action,4_1_cts,5_1_grt
endpoints found under the hold margin,0,0
resized,20,3
setup endpoints to repair,5,12
buffers inserted,3,2
pin swaps,8,3
-- logic make-up (layout without fill, tap and decap cells) --
kind of cell / count (synthesis) / count (layout) / share of synthesized area
AND-OR/OR-AND: 6 / 6 / 0.0822
XOR/XNOR: 5 / 5 / 0.0822
adder cells (fa/ha/maj): 2 / 2 / 0.0469
buffers and inverters: 4 / 50 / 0.0282
flip-flops: 8 / 8 / 0.378
AND/OR/NAND/NOR: 32 / 32 / 0.383
-- report_power, final --
| part | leakage [nW] | internal, mW | switching [mW] | total, mW |
|---|---|---|---|---|
| registers | 0.106 | 0.178 | 0.00423 | 0.183 |
| clock network | 0.0150 | 0.0804 | 0.0581 | 0.138 |
| logic | 0.335 | 0.0647 | 0.0397 | 0.104 |
-- per-layer routing --
layer / global-route usage / vias up / routed length, um
li1: - / 297 / -
met1: 0.0736 / 271 / 727
met2: 0.0827 / 24 / 803
met3: 0.0205 / 0 / 198
met4: 0.00528 / 0 / 0
met5: 0 / - / 0
Power and IR drop assume default switching activity.
