<file path="/design/flow/run.sh">
#!/bin/bash
# OpenROAD 26Q1-2900-gdf79404cd8, Yosys 0.63+post, stock flow scripts
make -C /OpenROAD-flow-scripts/flow DESIGN_CONFIG=/design/flow/config.mk WORK_HOME=/design/flow/orfs finish
</file>
<file path="/design/flow/constraint.sdc">
current_design counter

set clk_period 1.2
set clk_io_pct 0.2

create_clock -name clk0 -period $clk_period [get_ports {clk}]

set non_clock_inputs [all_inputs -no_clocks]
set_input_delay [expr $clk_period * $clk_io_pct] -clock clk0 $non_clock_inputs
set_output_delay [expr $clk_period * $clk_io_pct] -clock clk0 [all_outputs]
</file>
<file path="/design/flow/design.v">
module counter(
               input            clk,
               input            rst_n,
               input            rst_count_2,
               input            count_inc,
               output reg [3:0] count
);
always @(posedge clk or negedge rst_n) begin
    if(~rst_n) count <= 0;
    else 
    begin
        if(rst_count_2) count <= 0;
        else if(count_inc)
        begin
            count <= count + 1'b1;
        end
    end
end
endmodule
</file>
<file path="/design/flow/config.mk">
export PLATFORM = sky130hd
export DESIGN_NAME = counter
export DESIGN_NICKNAME = counter
export VERILOG_FILES = /design/flow/design.v
export SDC_FILE = /design/flow/constraint.sdc
export NUM_CORES = 4
export LEC_CHECK = 1
export CORE_AREA = 10 10 70 70
export DIE_AREA = 0 0 80 80
</file>
==> impl.org <==
* Flow results

** Setup path
- For reference, the critical path is launched at count[2].
- Stage delay of the slowest cell on the critical path :: 0.39 ns
- Crit Reg-Reg Startpoint :: count[0]
- Arrival time reported for the critical path endpoint :: 0.87 ns
- Worst-path cell with the longest stage delay :: sky130_fd_sc_hd__dfrtp_1
- Max FO, Critical Path :: 4
- Critical Path Start Type :: flip-flop
- Cells on worst reg2reg path :: 4
- The critical path goes through dlygate4sd2_1.
- Critical Path RT :: 0.96 ns
- Worst path buffer plus inverter count :: 1
- Critical path class :: reg -> out
- Critical Path Sink Type :: output pin
- Setup slack, reg-to-reg :: 0.10 ns
- Crit path max-delay family :: flip-flops
- In this run the critical register-to-register path is captured at count[2].

** Synthesis
- Synth warnings :: 1
- Ys async rst share :: 1.00
- Post-synthesis sequential element count :: 4
- In the synthesized netlist the dominant register cell turns out to be sky130_fd_sc_hd__dfrtp_1.
- Summed over all instances, the cell type with the most area after synthesis is sky130_fd_sc_hd__dfrtp_1.
- Synth Cell Area :: 193 um^2
- A synthesized cell averages 12.0 um^2.
- Synthesis produced a netlist whose cell count is 16.
- In the post-synthesis netlist, the cell with the most instances is sky130_fd_sc_hd__dfrtp_1.
- The chip area line in the Yosys stat output reads 193 um^2.
- The area fraction of the largest cell type after synthesis is 0.519.
- The synthesis report lists the most area-consuming cells as sky130_fd_sc_hd__dfrtp_1, sky130_fd_sc_hd__mux2_4, sky130_fd_sc_hd__ha_1.
- The number of cells reported by Yosys stat comes to 16.
- Unique masters post-synth :: 11
- Per Yosys stat, the portion of area used by sequential elements is 0.519.
- In the synthesized netlist, the cells that appear most often are sky130_fd_sc_hd__dfrtp_1, sky130_fd_sc_hd__nor2_1.
- The post-synth count of flops with an enable pin is 0.

** Outcome
- Outcome :: complete, no violations

** Final timing
- For this run, the top clock speed supported by timing is 901 MHz.
- Setup repair after global routing left no endpoint under its margin.
- Number of pins exceeding their max-slew limit in the final report :: 0
- In the finished design, the share of the clock period the worst path needs comes to 0.925.
- From the final report, the count of setup violators was given as 0.
- Setup WS post-layout :: 0.0896 ns
- Max transition margin :: 0.873
- Looking at the max-slew report, the worst-margin pin has a slew of 0.190 ns.
- The final timing report lists a hold violation count of 0.
- The routed design could run at a clock period as short as 1.11 ns.
- Setup skew after layout :: 0.00262 ns

** Drt
- For this sky-water flow run, the detailed-routed wirelength per cell is reported as 7.56 um.
- Nets still carrying antenna violations after routing amount to 0.
- Number of remaining DRC errors :: 0
- Antenna cells :: 0
- The routed layout has 180 vias.
- Final wirelength :: 582 um
- Drt initial violations :: 4
- For this run, the detailed router's first-pass iteration total came to 2.
- Vias per cell :: 2.34

** CTS
- TritonCTS built the clock tree.
- Clock latency on the worst-skew pair :: 0.24 ns
- The clock net in this run drives a total of 4 sinks.
- Number of levels the H-tree was split into :: 1
- Per the TritonCTS log, the buffer count is 3.
- Clock-pin slew reported for the worst setup and hold paths after clock tree synthesis :: 0.04 ns
- Count of hold buffers inserted by post-cts repair :: 0
- The cell sitting at the root of the clock tree is a sky130_fd_sc_hd__clkbuf_4.
- The longest clock path from root to sink contains 2 buffers.

** Final layout
- In the final layout, flip-flops and latches occupy 100 um^2.
- The final layout report lists a filler cell count of 396.
- For this run, the number of standard cells in the final layout without fillers is 77.
- Layout cells sized above 1 :: 0.323
- Leaving out buffers and inverters, the combinational logic in the layout accounts for 92.6 um^2.
- count holds more flip-flops than any other register.
- Final Cell Area :: 375 um^2
- In this run the layout overhead on the synthesized area is reported as 94.8%.
- Number of flip-flops under the largest register name :: 4
- Top flop regs :: count (4)

** Floorplan
- Die x size :: 80 um
- Site row count :: 21
- In the floorplan report the effective utilization is 0.0564.
- 8 I/O pins were placed.
- Floorplan core area :: 3420 um^2
- Die outline height :: 80 um
- The chip occupies 6400 um^2.

** Pwr
- In this run the power density over the cells is 1000 nW/um^2.
- IR analysis of the VDD net gives a maximum drop of 0.184 mV.
- The analysis attributes to cell leakage a power of 0.177 nW.

** Global route
- Number of global-route vias before repair :: 214
- First-pass GRT wire length :: 862 um
- Global-route usage over all layers :: 0.0178
- Entering global routing, the biggest net connects 5 pins.
- The total overflow left after global routing is 0.
- Initial antenna violation count :: 0

** Placement
- Minimum setup slack after placement :: -0.0963 ns
- Input and output buffers added on the ports amount to 7.
- Detailed placement reports a standard cell area of 335 um^2.
- Placed instance count :: 71
- The congestion estimate from routability-driven global placement came to 0.662.
- Hpwl dp :: 426 um

** Flow run
- In this run the maximum-capacitance check reported violations numbering 0.
- The logs give a warning total of 25.

** Worst hold path
- Tightest Hold Check Type :: in -> async
[per-stage QoR]
step                      hold WS, ns  TNS (ns)  total power, mW    util
after floorplan               -0.0556         0            0.165       -
after global placement          0.451    -0.146            0.202  0.0982
after detailed placement        0.457    -0.141            0.204  0.0982
after CTS                       0.203         0            0.382   0.110
after global routing            0.212         0            0.393   0.110
final                           0.209         0            0.376   0.110
[routing by layer]
| layer | up-vias | GRT usage | wire, um |
|---|---|---|---|
| met5 | - | 0 | 0 |
| met4 | 0 | 0.00528 | 0 |
| met3 | 0 | 0.0193 | 93 |
| met2 | 7 | 0.0305 | 271 |
| met1 | 86 | 0.0127 | 217 |
| li1 | 87 | - | - |
[layout by cell type, fill, tap and decap left out]
| cell type | Yosys | routed |
|---|---|---|
| sky130_fd_sc_hd__dlygate4sd2_1 | 0 | 4 |
| sky130_fd_sc_hd__a21bo_2 | 1 | 1 |
| sky130_fd_sc_hd__ha_1 | 1 | 1 |
| sky130_fd_sc_hd__nand4_1 | 1 | 1 |
| sky130_fd_sc_hd__clkbuf_4 | 0 | 3 |
| sky130_fd_sc_hd__xnor2_1 | 1 | 1 |
| sky130_fd_sc_hd__a21oi_1 | 1 | 1 |
| sky130_fd_sc_hd__buf_4 | 0 | 5 |
| sky130_fd_sc_hd__mux2i_1 | 1 | 1 |
| sky130_fd_sc_hd__mux2_4 | 1 | 1 |
| sky130_fd_sc_hd__nor2b_1 | 1 | 1 |
| sky130_fd_sc_hd__clkdlybuf4s50_1 | 0 | 3 |
| sky130_fd_sc_hd__dfrtp_1 | 4 | 4 |
| sky130_fd_sc_hd__nor2_1 | 3 | 3 |
| sky130_fd_sc_hd__nand3b_1 | 1 | 1 |
[timing repair]
item                                   CTS  global route
resized                                  4             0
buffers inserted                         3             0
setup endpoints to repair                4             0
endpoints found under the hold margin    0             0
[power by group]
part | internal [mW] | total [mW] | switching (mW) | leakage [nW]
registers | 0.143 | 0.146 | 0.00355 | 0.0544
logic | 0.0374 | 0.0608 | 0.0235 | 0.109
clock network | 0.112 | 0.169 | 0.0568 | 0.0138
total | 0.292 | 0.376 | 0.0838 | 0.177
[kinds of logic after synthesis]
family                     Yosys count  share of synthesized area
AOI/OAI and AO/OA                    2                     0.0779
xor gates and xnor gates             1                     0.0455
adders and majority gates            1                     0.0649
DFF                                  4                      0.520
muxes                                2                      0.130
and+or+nand+nor                      6                      0.162
[worst max path at each step]
stage	endpoint	slack (ns)	depth (start not counted)
after CTS	count[2]	0.09	1
after global routing	count[2]	0.02	4
final	count[2]	0.09	1
[final cells by class]
type / instances / area share
clock buffer: 3 / 0.0600
multi-input combinational: 12 / 0.247
sequential: 4 / 0.267
tap: 46 / 0.153
timing repair buffer: 12 / 0.273
Power figures rest on the tool's default switching activity, not on a simulated workload.
